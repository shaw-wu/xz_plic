==> flow/design.v <==
`timescale 1ns/1ps
module plic_gateway #(
  parameter MAX_PENDING_COUNT = 16
)
(
  input      rst_n,     
             clk,       
  input      src,       
  input      edge_lvl,  
  output     ip,        
  input      claim,     
  input      complete   
);
  localparam SAFE_MAX_PENDING_COUNT = (MAX_PENDING_COUNT >= 0) ? MAX_PENDING_COUNT : 0;
  localparam COUNT_BITS = $clog2(SAFE_MAX_PENDING_COUNT+1);
  localparam LEVEL = 1'b0,
             EDGE  = 1'b1;
  reg                  src_dly, src_edge;
  reg [COUNT_BITS-1:0] nxt_pending_cnt, pending_cnt;
  reg                  decr_pending;
  reg [           1:0] ip_state;
  always @(posedge clk,negedge rst_n)
    if (!rst_n)
    begin
        src_dly  <= 1'b0;
        src_edge <= 1'b0;
    end
    else
    begin
        src_dly  <= src;
        src_edge <= src & ~src_dly;
    end
	always @(*) begin
    case ({decr_pending,src_edge})
      2'b00: nxt_pending_cnt = pending_cnt;  
      2'b01: if (pending_cnt < SAFE_MAX_PENDING_COUNT)
               nxt_pending_cnt = pending_cnt +'h1;
             else
               nxt_pending_cnt = pending_cnt;
      2'b10: if (pending_cnt > 0)
               nxt_pending_cnt = pending_cnt -'h1;
             else
               nxt_pending_cnt = pending_cnt;
      2'b11: nxt_pending_cnt = pending_cnt;  
    endcase
	end
  always @(posedge clk,negedge rst_n)
    if      (!rst_n           ) pending_cnt <= 'h0;
    else if ( edge_lvl != EDGE) pending_cnt <= 'h0;
    else                        pending_cnt <= nxt_pending_cnt;
  always @(posedge clk,negedge rst_n)
    if (!rst_n)
    begin
        ip_state     <= 2'b00;
        decr_pending <= 1'b0;
    end
    else
    begin
        decr_pending <= 1'b0;  
        case (ip_state)
          2'b00  : if ((edge_lvl == EDGE  && |nxt_pending_cnt) ||
                       (edge_lvl == LEVEL && src             ))
                   begin
                       ip_state     <= 2'b01;
                       decr_pending <= 1'b1;  
                   end
          2'b01  : if (claim   ) ip_state <= 2'b10;
          2'b10  : if (complete) ip_state <= 2'b00;
          default: ip_state <= 2'b00;
        endcase
    end
  assign ip = ip_state[0];
endmodule
==> flow/run.sh <==
#!/bin/bash
# OpenROAD 26Q1-2900-gdf79404cd8, Yosys 0.63+post, stock flow scripts
make -C /OpenROAD-flow-scripts/flow DESIGN_CONFIG=/design/flow/config.mk WORK_HOME=/design/flow/orfs finish
==> flow/config.mk <==
export PLATFORM = sky130hd
export DESIGN_NAME = plic_gateway
export DESIGN_NICKNAME = plic_gateway
export VERILOG_FILES = /design/flow/design.v
export SDC_FILE = /design/flow/constraint.sdc
export NUM_CORES = 4
export LEC_CHECK = 1
export CORE_AREA = 10 10 70 70
export DIE_AREA = 0 0 80 80
==> flow/constraint.sdc <==
current_design plic_gateway

set clk_period 3.8
set clk_io_pct 0.2

create_clock -name clk0 -period $clk_period [get_ports {clk}]

set non_clock_inputs [all_inputs -no_clocks]
set_input_delay [expr $clk_period * $clk_io_pct] -clock clk0 $non_clock_inputs
set_output_delay [expr $clk_period * $clk_io_pct] -clock clk0 [all_outputs]
==> results.sh <==
# source this file to load flow results
export IMPL_async_flop_share_pct=100
export IMPL_yosysWarnings=1
export IMPL_die_width_um=80
export IMPL_grt_max_degree=15
export IMPL_hold_path_depth=1
export IMPL_cp_required_ns=3.97
export IMPL_drt_iter0_drc=62
export IMPL_detailed_place_hpwl_um=1010
export IMPL_synth_area_sq_um=701
export IMPL_worstMarginPinSlew_ns=0.544
export IMPL_antenna_found_initial=0
export IMPL_cts_sinks=10
export IMPL_post_cts_setup_buffers=0
export IMPL_p_sw_uw=168
export IMPL_slew_headroom_pct=63.4
export IMPL_path_max_fanout=11
export IMPL_first_global_vias=536
export IMPL_ys_flops=10
export IMPL_via_per_inst=4.44
export IMPL_cts_htree_levels=1
export IMPL_tns_ns=0
export IMPL_synth_edff_count=0
export IMPL_ir_worst_vdd_mv=0.247
export IMPL_die_height_um=80
export IMPL_path_cells="inv_1, ha_1, nor4b_2, or3b_2, a32o_1, and2_4, a41oi_2"
export IMPL_gp_congestion=0.795
export IMPL_remaining_drc_errors=0
export IMPL_clkSlewWorstSetupHoldPaths_ns=0.06
export IMPL_ios=7
export IMPL_lay_top_count="dfrtp_1"
export IMPL_maxCapViolCount=0
export IMPL_crit_path_end_kind="flip-flop"
export IMPL_area_leaders="dfrtp_1 36%, ha_1 7.1%, inv_1 3.8%"
export IMPL_ctsLongestPathBuffers=2
export IMPL_flop_cell="dfrtp_1"
export IMPL_outcome="finished clean"
export IMPL_pre_cts_slack_ns=1.72
export IMPL_drtAntennaViolNets=0
export IMPL_switching_share_pct=37.2
export IMPL_p_comb_share_pct=49.0
export IMPL_antenna_cells=0
export IMPL_p_per_area_nw_per_um2=550
export IMPL_layout_setup_ws_ns=1.68
export IMPL_clock_latency_ns=0.25
export IMPL_io_buffer_count=6
export IMPL_synth_top_cell_by_area="dfrtp_1"
export IMPL_p_seq_share_pct=36.3
export IMPL_hold_viol=0
export IMPL_yosys_cells=74
export IMPL_syn2layout_area_growth_pct=17.3
export IMPL_leakage_uw=0.000329
export IMPL_power_frac_clock_pct=14.7
export IMPL_tool_warnings=27
export IMPL_setup_viol=0
export IMPL_drt_wl_total_um=1270
export IMPL_dr_pass1_iters=4
export IMPL_power_internal_uw=284
export IMPL_grt_usage_pct=4.30
export IMPL_synth_area_per_cell_sq_um=9.47
export IMPL_fp_row_count=21
export IMPL_ys_seq_share_pct=35.7
export IMPL_yosys_area_sq_um=701
export IMPL_rsz0062_at_grt="false"
export IMPL_cts_tree="yes"
export IMPL_hp_class="flip-flop to flip-flop"
export IMPL_ff2ff_path_depth=7
export IMPL_cts_root_buf="clkbuf_4"
export IMPL_fin_skew_ns=0.00264
export IMPL_synthDistinctLibCells=36
export IMPL_post_route_min_period_ns=2.12
export IMPL_slowest_stage="dfrtp_1"
export IMPL_ctsHoldBuffers=0
export IMPL_cts_made_buffers=3
export IMPL_slowest_delay_ns=0.51
export IMPL_grt_pass1_wl_um=2330
export IMPL_vias=559
export IMPL_start_kind="flip-flop"
export IMPL_report_final_slew_viol_count=0
export IMPL_lay_top_cells="10 x dfrtp_1, 7 x inv_1, 6 x nor2_1, 6 x clkdlybuf4s50_1"
export IMPL_grt_overflow_total=0
export IMPL_cts_resized=0
export IMPL_wl_per_cell_um=10.1
export IMPL_initial_utilization_pct=20.5
export IMPL_yosys_area_top_type_share_pct=35.7
export IMPL_drive_gt1_share_pct=13.8
export IMPL_finalCritPeriodShare_pct=55.7
export IMPL_crit_arrival_ns=2.29
export IMPL_crit_type="flip-flop to flip-flop"
export IMPL_dieArea_sq_um=6400
export IMPL_max_freq_mhz=473
export IMPL_postSynthCellCount=74
export IMPL_core_sq_um=3420
## worst max-delay path: cells and delay by family (launching register included)
kind	cells	cell delay, ns
DFF	1	0.51
AOI/OAI and AO/OA	2	0.40
adders and majority gates	1	0.24
and+or+nand+nor	3	0.80
buffers and inverters	1	0.08
## layout make-up
type / instances / area, sq um
multi-input cells: 54 / 405
clock buffers: 3 / 22.5
flip-flops and latches: 10 / 250
repair buffers: 6 / 60.1
fillers: 389 / 2590
well taps: 46 / 57.6
inverters: 7 / 26.3
## registers in the layout (all words and copies together), names as in the netlist
name	cells
decr_pending	1
ip_state	2
pending_cnt	5
src_dly	1
src_edge	1
## final timing paths
path,start,end,slack (ns)
min reg2reg,src_dly,src_edge,0.39
max,pending_cnt[0],ip_state[0],1.68
max reg2reg,pending_cnt[0],ip_state[0],1.68
min,src_dly,src_edge,0.39
min in group asynchronous,rst_n,ip_state[1],0.82
max in group asynchronous,rst_n,pending_cnt[1],2.68
## Yosys cell counts, drive strengths merged (2+ instances only)
| cell type | count |
|---|---|
| dfrtp | 10 |
| inv | 7 |
| nor2 | 6 |
| ha | 4 |
| o21ai | 4 |
| and2 | 3 |
| nand3 | 3 |
| nor3 | 3 |
| or3b | 3 |
| a211oi | 2 |
| a41oi | 2 |
| clkbuf | 2 |
| nand2b | 2 |
| nand3b | 2 |
| nor2b | 2 |
| or4 | 2 |
## cells by family after synthesis
group           count (synthesis)  synth area share, %
mux                             1                 1.43
fa+ha+maj                       4                 7.14
compound gates                 15                 17.7
buf+inv                        10                 6.43
simple gates                   34                 31.6
flops                          10                 35.7
## metal layers
metal | GRT usage (%) | wire length (um)
met2 | 6.42 | 513
met4 | 0.528 | 0
met3 | 1.25 | 79
met1 | 6.13 | 680
met5 | 0 | 0
## metrics by stage
stage	util, %	cell area (sq um)	hold slack, ns	cells	total power [uW]
after floorplan	-	701	0.378	74	338
after global placement	23.4	800	0.385	123	384
after detailed placement	23.4	800	0.390	123	386
after CTS	24.1	822	0.397	126	457
after global routing	24.1	822	0.413	126	500
final	24.1	822	0.394	126	452
## power groups by stage
stage / Clock, uW / Sequential (uW) / Combinational [uW]
after CTS: 70.1 / 164 / 223
after global routing: 80.2 / 170 / 250
final: 66.4 / 164 / 221
Power figures rest on the tool's default switching activity, not on a simulated workload.
